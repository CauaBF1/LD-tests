==> /design/flow/design.v <==
module mdc_b(  
    input ld, clk,
    input [31:0] i_a, i_b,
    output [31:0] res,  
    output done);  
    reg [31:0] a, b;
    always @(posedge clk)
        if (ld) begin  
            a <= i_a;  
            b <= i_b;  
        end
        else  
            if (b <= a)
                a <= a - b;
            else
                b <= b - a;
    assign res = a + b;
    assign done = !(a && b);
endmodule
==> /design/flow/run.sh <==
#!/bin/bash
# OpenROAD 26Q1-2900-gdf79404cd8, Yosys 0.63+post, stock flow scripts
make -C /OpenROAD-flow-scripts/flow DESIGN_CONFIG=/design/flow/config.mk WORK_HOME=/design/flow/orfs finish
==> /design/flow/config.mk <==
export PLATFORM = sky130hd
export DESIGN_NAME = mdc_b
export DESIGN_NICKNAME = mdc_b
export VERILOG_FILES = /design/flow/design.v
export SDC_FILE = /design/flow/constraint.sdc
export NUM_CORES = 4
export LEC_CHECK = 1
export CORE_UTILIZATION = 50
==> /design/flow/constraint.sdc <==
current_design mdc_b

set clk_period 31.0
set clk_io_pct 0.2

create_clock -name clk0 -period $clk_period [get_ports {clk}]

set non_clock_inputs [all_inputs -no_clocks]
set_input_delay [expr $clk_period * $clk_io_pct] -clock clk0 $non_clock_inputs
set_output_delay [expr $clk_period * $clk_io_pct] -clock clk0 [all_outputs]
==> impl_metrics.json <==
{
  "post_cts_buffers": 0,
  "final_area_mm2": 0.009742,
  "grt_use_met2": 0.4983,
  "cp-start-kind": "flop",
  "relSlewSlack": 0.3164,
  "num_antenna_cells": 0,
  "syn_inst": 1070,
  "period_needed_ns": 10.41,
  "wl_per_cell_um": 21.65,
  "reg2reg_from": "a[19]",
  "skew_ns": 0.01389,
  "cp-end-kind": "output port",
  "cts_tree": "built",
  "clockBufferDepth": 2,
  "reg2reg_depth": 9,
  "grt_max_degree": 79,
  "grt_pass1_vias": 7694,
  "top_area_cell": "edfxtp_1",
  "hold-path-cell-count": 2,
  "syn_area_mm2": 0.008327,
  "min_to": "a[1]",
  "cts.sinks": 64,
  "worst_slew_pin_slew_ns": 1.012,
  "hp-class": "flop to flop",
  "met3_usage": 0.1252,
  "final_common_cell": "inv_1",
  "ant_nets": 0,
  "ys_types": 70,
  "critical_path_class": "flop to output port",
  "status": "finished clean",
  "critPathBufInv": 2,
  "rsz0062_at_grt": "false",
  "area_leaders": "edfxtp_1 23%, ha_1 14%, a21oi_1 6.0%",
  "route.detailed.drc": 0,
  "maxCapViolCount": 0,
  "critical_path.top_delay_family": "AND-OR/OR-AND gates",
  "lay_top_cells": "108 x inv_1, 99 x a21oi_1, 97 x clkdlybuf4s50_1",
  "dr.pass1.iters": 5,
  "crit_slowest_cell": "a221oi_2",
  "die_height_um": 131.1,
  "edf_count": 64,
  "logic_area_mm2": 0.005782,
  "antenna_found_initial": 0,
  "max_freq_mhz": 96.03,
  "crit_required_ns": 24.80,
  "worst_hold_slack_ns": 0.8853,
  "cts_resized": 0,
  "cts_inserted_buffers": 9,
  "critPathMaxStageDelay_ns": 0.76,
  "core_util_floorplan": 0.5185,
  "vias": 8349,
  "die_w_um": 131.1,
  "final-seq-area_mm2": 0.001922,
  "period_used_share": 0.3359,
  "dieArea_mm2": 0.01717,
  "htreeDepth": 3,
  "row_count": 46,
  "stage_log_warnings": 88,
  "grt-ovfl-total": 0,
  "hold_viol": 0,
  "dp_hpwl_um": 23160,
  "r2r_end": "a[28]",
  "core_mm2": 0.01606,
  "grt_util_met1": 0.5723,
  "crit_arrival_ns": 4.21,
  "track_usage": 0.3652,
  "cts-root-buf": "clkbuf_16",
  "busiest_layer": "met1",
  "io_pins": 99,
  "drt-total-wl_um": 29410,
  "routabilityCongestion": 1.022,
  "min_from": "b[1]",
  "yosys_area_mm2": 0.008327,
  "dpl_cell_area_mm2": 0.009429,
  "synth-async-reset-ratio": 0,
  "place.port_buffers": 98,
  "cts.clk_slew.worst_paths_ns": 0.06,
  "ys_seq_share": 0.2308,
  "syn_area_per_cell_um2": 7.782,
  "grt_pass1_wl_um": 44570,
  "yosys_warnings": 1,
  "timing.setup.tns_ns": 0,
  "fillCellCount": 1422,
  "synth_top_flop_cell": "edfxtp_1",
  "ctsHoldBuffers": 0,
  "crit_fanout": 6,
  "first_iter_violations": 830,
  "ff2ff_setup_slack_ns": 26.80,
  "top_cell_area_share": 0.2308,
  "ys_cells": 1070,
  "worstSkewPairLatency_ns": 0.35,
  "final_max_slew_viol_count": 0,
  "cp_cell_sequence": "inv_1, ha_1, nand2b_1, a21oi_1, a311o_1, a221oi_2, a211oi_1, or4_1, o211ai_1, clkdlybuf4s50_1",
  "drive_gt1_frac": 0.04291,
  "synth_flops": 64,
  "routed_via_density": 6.148,
  "setup_violations": 0,
  "synthToLayoutAreaGrowth_pct": 16.99
}
[cells in the mapped netlist, types with 5 or more instances]
master	number
o22ai_1	8
ha_1	94
inv_1	108
clkbuf_1	25
o211ai_1	9
o21ai_0	81
a21o_1	30
a211oi_1	15
nand2b_1	13
xor2_1	12
edfxtp_1	64
mux2i_1	11
o21bai_1	16
nor4_1	23
a21oi_1	99
xnor2_1	47
a311oi_1	14
or2_2	6
buf_1	8
buf_2	16
or3_1	11
nor3_1	26
nand2_1	93
o21ai_1	5
o21a_1	11
nor2_1	86
o311ai_0	6
a31oi_1	7
nand4_1	13
a221oi_1	5
nor2b_1	15
or4_1	5
nand3_1	16
[state kept, by name, indices dropped and copies added (netlist names)]
name,flops
a,32
b,32
[cell type report]
class | instances | share of cell area
clock buffer | 10 | 0.02350
timing repair buffer | 106 | 0.1066
clock inverter | 6 | 0.008605
inverter | 111 | 0.04277
tap | 216 | 0.02774
sequential | 64 | 0.1973
multi-input combinational | 845 | 0.5935
[worst register-to-register path: stages (launching register included)]
cell	delay (ns)
edfxtp_1	0.47
inv_1	0.07
ha_1	0.57
inv_1	0.25
nor2_1	0.48
nand3_1	0.22
or3_1	0.41
or4_1	0.53
nand3_2	0.43
buf_4	0.41
[through the flow]
| step | util | cells | setup WS (ns) |
|---|---|---|---|
| 2_1_floorplan | - | 1070 | 22.31 |
| 3_3_place_gp | 0.5872 | 1342 | 21.08 |
| 3_5_place_dp | 0.5872 | 1342 | 21.02 |
| 4_1_cts | 0.6067 | 1358 | 20.63 |
| 5_1_grt | 0.6067 | 1358 | 20.37 |
| 6_report | 0.6067 | 1358 | 20.59 |
[routing by layer]
metal / wire length, µm / vias to the layer above
met2: 11970 / 434
met4: 634 / 0
li1: - / 4017
met3: 3328 / 40
met5: 0 / -
met1: 13470 / 3858
[worst max-delay path by stage]
stage,from,to,slack (ns),cells past startpoint
final,a[1],res[29],20.59,10
after global routing,a[1],res[29],20.37,10
after CTS,a[1],res[29],20.63,10
[kinds of logic (layout without fill, tap and decap cells)]
family	count (synthesis)	in the layout	synth area share
compound gates	353	353	0.2796
xor+xnor	59	59	0.06206
fa+ha+maj	97	97	0.1485
buf+inv	161	233	0.07543
flops	64	64	0.2308
mux	13	13	0.01593
simple gates	323	323	0.1877
