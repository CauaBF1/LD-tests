==> design/flow/design.v <==
module lab11(
    input CLOCK_50,
    input [3:0] SW,
    input [0:0] KEY0,
    output [6:0] HEX0
);
    reg [24:0] cnt; 
    always @(posedge CLOCK_50) begin
        cnt <= cnt + 1;
    end
    wire clk1hz = cnt[24];  
    fsn i1(
        .clk(clk1hz),       
        .SW(SW),            
        .KEY0(KEY0),        
        .y(),               
        .HEX0(HEX0)        
    );
endmodule
module fsn (
    input clk,            
    input [3:0] SW,       
    input KEY0,           
    output reg [2:0] y,
    output reg [6:0] HEX0
);
    parameter S0 = 3'b000,
              S1 = 3'b001,
              S2 = 3'b010,
              S3 = 3'b011,
              S4 = 3'b100,
              S5 = 3'b101,
              S6 = 3'b110,
              S7 = 3'b111;
    reg [2:0] Y;  
    reg reverse;
    wire nKEY0;
    assign nKEY0 = ~KEY0;
    always @(posedge clk) begin
        if (nKEY0)
            y <= SW[2:0]; 
        else
            y <= Y; 
    end
    always @(*) begin
        reverse = SW[3]; 
        if (reverse) begin
            case (y)
                S0: Y = S7;    
                S1: Y = S0;    
                S2: Y = S0;    
                S3: Y = S1;    
                S4: Y = S0;    
                S5: Y = S3;    
                S6: Y = S0;    
                S7: Y = S5;    
                default: Y = S0;
            endcase
        end else begin
            case (y)
                S0: Y = S1;    
                S1: Y = S3;    
                S2: Y = S0;    
                S3: Y = S5;    
                S4: Y = S0;    
                S5: Y = S7;    
                S6: Y = S0;    
                S7: Y = S0;    
                default: Y = S0;
            endcase
        end
    end
    always @(*) begin
        case (y)
            3'b000: HEX0 = 7'b1000000;  
            3'b001: HEX0 = 7'b1111001;  
            3'b010: HEX0 = 7'b0100100;  
            3'b011: HEX0 = 7'b0110000;  
            3'b100: HEX0 = 7'b0011001;  
            3'b101: HEX0 = 7'b0010010;  
            3'b110: HEX0 = 7'b0000010;  
            3'b111: HEX0 = 7'b1111000;  
            default: HEX0 = 7'b1111111;  
        endcase
    end
endmodule
==> design/flow/run.sh <==
#!/bin/bash
# OpenROAD 26Q1-2900-gdf79404cd8, Yosys 0.63+post, stock flow scripts
make -C /OpenROAD-flow-scripts/flow DESIGN_CONFIG=/design/flow/config.mk WORK_HOME=/design/flow/orfs finish
==> design/flow/config.mk <==
export PLATFORM = sky130hd
export DESIGN_NAME = lab11
export DESIGN_NICKNAME = lab11
export VERILOG_FILES = /design/flow/design.v
export SDC_FILE = /design/flow/constraint.sdc
export NUM_CORES = 4
export LEC_CHECK = 1
export CORE_AREA = 10 10 108 108
export DIE_AREA = 0 0 118 118
==> design/flow/constraint.sdc <==
current_design lab11

set clk_period 4.3
set clk_io_pct 0.2

create_clock -name clk0 -period $clk_period [get_ports {CLOCK_50}]

set non_clock_inputs [all_inputs -no_clocks]
set_input_delay [expr $clk_period * $clk_io_pct] -clock clk0 $non_clock_inputs
set_output_delay [expr $clk_period * $clk_io_pct] -clock clk0 [all_outputs]
==> deck_impl_summary.md <==
Synthesis and Place & Route Summary

Outcome
  – Status: finished clean

Final timing
  – Fin Setup TNS: 0 ns
  – Least-Margin Pin Slew: 0.712 ns
  – Register pins left without a clock: 13
  – Hold slack: 0.405 ns
  – Post-layout minimum cycle time: 1.66 ns
  – Final Hold Viols: 0
  – Slew HR: 0.520
  – Final Max Tran Viols: 0
  – Clk_skew: 0.00726 ns
  – Period utilization: 0.387
  – Peak Freq: 601 MHz
  – Unrepaired setup endpoints after global routing: false
  – Final setup violation count: 0
  – Endpoints left unconstrained: 20

Finish
  – Filler cell count: 1,046
  – Area grow syn2layout: 20.6%
  – Post-Layout Inst Area: 0.00179 sq mm
  – Ratio of cells with drive above 1 in the final layout: 0.0563
  – FF+latch area: 761 sq um
  – Logic area: 676 sq um

Detailed routing
  – WL per Instance: 7.27 um
  – Via density: 3.29
  – Vias: 952
  – # diodes: 0
  – Pre-antenna DRT Iters: 4
  – DRT Wirelength: 2100 um
  – DRT iter0 DRCs: 28
  – # DRC: 0
  – ANT nets after route: 0

Floorplan
  – # rows: 35
  – Die Ht: 118 um
  – Die X: 118 um
  – Die ar.: 0.0139 sq mm
  – I/O pins: 13
  – Fp util: 0.159
  – Core Area: 0.00928 sq mm

Power
  – Net Sw Frac: 0.215
  – Pint: 310 uW
  – Leak: 0.762 nW
  – Sequential power share: 0.588
  – Gate power share: 0.068
  – Pwr Total: 395 uW
  – Clock power frac: 0.344
  – Pwr/cell area: 221 mW/mm^2
  – Sw power: 85.0 uW
  – Peak supply drop: 0.000195 V

CTS
  – Hold bufs inserted after CTS: 0
  – CTS buffer count: 3
  – Post-cts sizing count: 0
  – CTS tree: done
  – Root buf cell: clkbuf_8
  – H-tree levels: 1
  – Maximum clock insertion buffer count: 2
  – Clk ins delay skew pair: 0.26 ns
  – Reg clk slew, reported paths: 0.09 ns
  – Postcts setup bufs: 0

Yosys
  – Main synth FF type: dfxtp_1
  – Number of cells in Yosys stat: 148
  – Syn avg cell area: 10.0 sq um
  – Sequential area share after synthesis: 0.514
  – Post-synthesis instance total: 148
  – Cell type with the largest total area: dfxtp_1
  – Ys flops: 38
  – Main area contributors: dfxtp_1 51%, xor2_1 10%, ha_1 5.1%, nand2_1 4.8%, xnor2_1 3.6%
  – Distinct cells, synth: 25
  – Post-synth ARST share: 0
  – Post-synth EDFFs: 0
  – Netlist Area Pre-Place: 0.00148 sq mm
  – YS chip area: 0.00148 sq mm
  – Yosys warns: 2
  – Max-area cell share: 0.514

Placement
  – Port bufs: 12
  – Placer Congestion: 0.773
  – HPWL after DPL: 1600 um
  – Dpl cell area: 0.00174 sq mm

Min path
  – Class of the worst hold path: reg2reg

Setup path
  – CP delay by family, top: simple AND/OR/NAND/NOR gates
  – Crit path launch type: flip-flop
  – Critical path, cell by cell: ha_1 > nand2_1 > or3_1 > and2b_1 > xor2_1
  – Crit end category: flip-flop
  – Max incr delay on CP: 0.53 ns
  – Maximum fanout along the worst path: 8
  – CP Buf/Inv Count: 0
  – Crit path DRT: 4.50 ns
  – WP data arrival: 1.87 ns
  – WS Path Type: reg2reg
  – Slowest-stage cell, CP: or3_1

Job
  – Max-Cap Viols: 0
  – Tool warnings: 29

GRT
  – First-pass GRT wire length: 3670 um
  – All-Layer GR Usage: 0.0293
  – Vias in the first global route: 852
  – Total grt overflow: 0
  – Largest net degree at the start of global routing: 16
  – Initial antenna violation count: 0
-- synth_stat cells (3+ instances only) --
cell	n
dfxtp_1	38
inv_1	5
nor2_1	10
mux2i_1	3
o21ai_0	5
and4_1	4
nand2_1	19
xnor2_1	6
xor2_1	17
nand3_1	9
nor3_2	3
ha_1	6
nor3_1	5
-- worst reg2reg max path, stage by stage, from the launching register on --
cell	delay, ns
dfxtp_1	0.36
ha_1	0.23
nand2_1	0.09
or3_1	0.53
and2b_1	0.26
xor2_1	0.13
-- layout make-up --
class / count / share of cell area
Inverter: 5 / 0.0105
Clock inverter: 1 / 0.00420
Tap cell: 129 / 0.0904
Multi-Input combinational cell: 101 / 0.378
Clock buffer: 3 / 0.0231
Timing Repair Buffer: 12 / 0.0673
Sequential cell: 38 / 0.426
-- layout by cell type (no fill, tap or decap), drive strengths merged --
cell type / Yosys / routed
a21o: 2 / 2
a21oi: 2 / 2
and2: 2 / 2
and2b: 1 / 1
and3: 2 / 2
and4: 4 / 4
clkbuf: 1 / 3
clkdlybuf4s50: 0 / 12
clkinvlp: 0 / 1
dfxtp: 38 / 38
ha: 6 / 6
inv: 5 / 5
mux2: 1 / 1
mux2i: 3 / 3
nand2: 19 / 19
nand3: 9 / 9
nand4: 3 / 3
nor2: 10 / 10
nor3: 8 / 8
o21ai: 5 / 5
or3: 1 / 1
xnor2: 6 / 6
xor2: 17 / 17
-- layer usage --
layer | share of wire | track usage | wire [um] | vias up
li1 | - | - | - | 513
met4 | 0.0038 | 0.00155 | 8 | 0
met2 | 0.40 | 0.0441 | 830 | 17
met1 | 0.54 | 0.0412 | 1140 | 420
met5 | 0 | 0 | 0 | -
met3 | 0.056 | 0.0107 | 118 | 2
-- power groups by stage --
stage	combinational [mW]	clock, mW	sequential [mW]
global route	0.0303	0.154	0.233
finish	0.0267	0.136	0.233
CTS	0.0268	0.143	0.233
-- cell families after synthesis --
group	Yosys count	synth area share
AND/OR/NAND/NOR	59	0.208
adder cells (fa/ha/maj)	6	0.0507
buffers and inverters	9	0.0296
flip-flops	38	0.514
multiplexers	4	0.0279
XOR/XNOR	23	0.136
AND-OR/OR-AND	9	0.0338
-- stage by stage --
step / worst slack [ns] / cells / util
final: 2.64 / 289 / 0.192
after global routing: 2.51 / 289 / 0.192
after CTS: 2.63 / 289 / 0.192
after detailed placement: 2.65 / 285 / 0.187
after floorplan: 2.80 / 148 / -
after global placement: 2.69 / 285 / 0.187
-- final timing paths --
check	start	to	slack (ns)	cells after the start
worst max-delay path	cnt[0]	cnt[14]	2.64	5
worst min-delay path	cnt[0]	cnt[0]	0.41	1
worst max register to register	cnt[0]	cnt[14]	2.64	5
worst min register to register	cnt[0]	cnt[0]	0.41	1
Power is estimated from default activity; no workload was simulated.
