--- flow/run.sh ---
#!/bin/bash
# OpenROAD 26Q1-2900-gdf79404cd8, Yosys 0.63+post, stock flow scripts
make -C /OpenROAD-flow-scripts/flow DESIGN_CONFIG=/design/flow/config.mk WORK_HOME=/design/flow/orfs finish
--- flow/config.mk ---
export PLATFORM = sky130hd
export DESIGN_NAME = mmc_s
export DESIGN_NICKNAME = mmc_s
export VERILOG_FILES = /design/flow/design.v
export SDC_FILE = /design/flow/constraint.sdc
export NUM_CORES = 4
export LEC_CHECK = 1
export CORE_UTILIZATION = 50
--- flow/constraint.sdc ---
current_design mmc_s

set clk_period 13.6
set clk_io_pct 0.2

create_clock -name clk0 -period $clk_period [get_ports {clk}]

set non_clock_inputs [all_inputs -no_clocks]
set_input_delay [expr $clk_period * $clk_io_pct] -clock clk0 $non_clock_inputs
set_output_delay [expr $clk_period * $clk_io_pct] -clock clk0 [all_outputs]
--- flow/design.v ---
module mmc_s(  
    input ld, clk,
    input [31:0] i_a, i_b,
    output [31:0] res,  
    output done);  
    wire [31:0] a, b, a_i_a, b_i_b;
    wire en_a, en_b;
    assign a_i_a = a + i_a;
    assign b_i_b = b + i_b;
    assign en_a = a < b;
    assign en_b = b < a;
    reg32 ra(ld, clk, en_a, i_a, a_i_a, a);
    reg32 rb(ld, clk, en_b, i_b, b_i_b, b);
    assign res = a;
    assign done = (a == b);
endmodule
module reg32(  
    input ld, clk, en,
    input [31:0] data_l, data_i,
    output reg [31:0] data_o);
    always @(posedge clk)
    if (ld) 
        data_o = data_l;
    else if (en) 
        data_o = data_i;
endmodule
==> flow_metrics.env <==
# implementation run metrics
export IMPL_initial_utilization=0.5130
export IMPL_die_w_um=116.0
export IMPL_status="finished clean"
export IMPL_clockBufferDepth=2
export IMPL_vias_per_cell=5.623
export IMPL_hold_path_class="flop to flop"
export IMPL_fmax_mhz=177.2
export IMPL_dp_cells=981
export IMPL_syn2layout_area_growth_pct=20.79
export IMPL_synthXorXnorAreaFrac=0.07815
export IMPL_ys_sh_mux=0.01521
export IMPL_cp_cell_sequence="clkdlybuf4s50_1, ha_1, fa_1, a211o_1, a211o_1, a22oi_2, o31ai_1, o2111a_1, and3_1, a31oi_1, xor2_1, o21ai_1"
export IMPL_cts_setup_buffers=0
export IMPL_htreeDepth=3
export IMPL_relSlewSlack=0.5051
export IMPL_vdd_ir_drop_max_mv=0.1096
export IMPL_top_cell_area_share=0.2957
export IMPL_place_congestion=0.9237
export IMPL_cpPeakStageDelay_ps=440
export IMPL_synthDistinctLibCells=62
export IMPL_crit_path_start_kind="primary input"
export IMPL_dp_hpwl_mm=11.78
export IMPL_finalHoldViolCount=0
export IMPL_grt_pass1_wl_mm=24.81
export IMPL_grt_antenna_before_repair=0
export IMPL_cts_tree="built"
export IMPL_powerDensity_nw_per_um2=248.6
export IMPL_crit_family="AND-OR/OR-AND gates"
export IMPL_maxCapViolCount=0
export IMPL_first_global_vias=5153
export IMPL_clkSinkCount=64
export IMPL_portBuffers=98
export IMPL_cts_inserted_buffers=9
export IMPL_setup_viol=0
export IMPL_netlist_top_cells_area="edfxtp_1 (30%), ha_1 (18%), nand2_1 (5.3%)"
export IMPL_drc=0
export IMPL_ys_warn_count=1
export IMPL_yosys_area_share_aoi=0.2510
export IMPL_cp_slowest_cell="fa_1"
export IMPL_syn_inst=731
export IMPL_fin_area_um2=7851
export IMPL_holdBufCountCts=0
export IMPL_ys_sh_adder=0.1871
export IMPL_dieArea_um2=13460
export IMPL_seq_area_frac_synth=0.2957
export IMPL_period_minus_slack_ps=5642
export IMPL_wl_mm=15.33
export IMPL_synth_edff_count=64
export IMPL_critPathRequiredTime_ps=13670
export IMPL_drt_iter0_markers=380
export IMPL_postSynthAreaPerCell_um2=8.892
export IMPL_finalSetupTns_ps=0
export IMPL_die_h_um=116.0
export IMPL_grt_use_total=0.2468
export IMPL_rows=41
export IMPL_worstPathArrival_ps=5720
export IMPL_syn_area_um2=6500
export IMPL_synth_area_leader_cell="edfxtp_1"
export IMPL_stdcell_count=994
export IMPL_grt_max_degree=82
export IMPL_end_kind="flop"
export IMPL_fillers=1048
export IMPL_topCombFamilyByArea="AND-OR/OR-AND gates"
export IMPL_critPathKind="primary input to flop"
export IMPL_rsz0062_at_grt="false"
export IMPL_clkTransAtPathRegs_ps=60
export IMPL_warning_count=26
export IMPL_finalCritPeriodShare=0.4148
export IMPL_tightestPinTransition_ps=742.3
export IMPL_yosysChipArea_um2=6500
export IMPL_cpMostUsedCell="a211o_1"
export IMPL_cts_resized=0
export IMPL_hold_ws_ps=716.1
export IMPL_ys_ff=64
export IMPL_ys_flop_type="edfxtp_1"
export IMPL_antennaDiodeCount=0
export IMPL_wl_per_cell_um=15.42
export IMPL_placedInstanceArea_um2=7611
export IMPL_slew_viol_final=0
export IMPL_clock_skew_ps=11.33
export IMPL_ys_cells=731
export IMPL_clock_latency_ps=340
export IMPL_path_buffers=1
export IMPL_cts_root_buf="clkbuf_16"
export IMPL_ys_async_sr_fraction=0
export IMPL_num_vias=5589
export IMPL_core_area_um2=12670
export IMPL_synthSimpleGateAreaFrac=0.1313
export IMPL_ant_nets=0
export IMPL_drt_first_pass_iters=4
export IMPL_grt_overflow=0
export IMPL_p_leak_nw=3.426
export IMPL_critPathMaxFanout=3
export IMPL_drive_gt1_frac=0.04501
export IMPL_ios=99
worst register-to-register path, stage by stage (launching register included):
cell,delay [ps]
edfxtp_1,390
ha_1,270
fa_1,440
a211o_1,330
a211o_1,270
a22oi_2,190
o31ai_1,140
o2111a_1,310
and3_1,220
a31oi_1,190
xor2_1,160
o21ai_1,70
per-layer routing:
metal,vias to the layer above,GRT usage,share of wire
met5,-,0,0
met3,6,0.06500,0.069
met4,0,0.01795,0.0050
met1,2508,0.4272,0.53
met2,165,0.3302,0.39
li1,2910,-,-
cell usage in the layout, fill, tap and decap left out, drive strengths merged, types with 14 or more instances in the layout:
cell type | synthesis | layout
a21oi | 65 | 65
a21o | 39 | 39
nor2 | 24 | 24
o21ai | 84 | 84
nand2 | 91 | 91
clkdlybuf4s50 | 0 | 97
edfxtp | 64 | 64
ha | 94 | 94
nand4 | 14 | 14
xnor2 | 30 | 30
inv | 44 | 44
xor2 | 28 | 28
synth_stat cells, types with 5 or more instances:
| library cell | count |
|---|---|
| nand2b_1 | 7 |
| o21ai_1 | 16 |
| xnor2_1 | 30 |
| o211ai_1 | 5 |
| clkbuf_1 | 17 |
| a21oi_1 | 64 |
| inv_1 | 44 |
| and3_1 | 6 |
| xor2_1 | 28 |
| a211o_1 | 6 |
| o21bai_1 | 10 |
| nor2_1 | 24 |
| edfxtp_1 | 64 |
| ha_1 | 94 |
| nand4_1 | 14 |
| a21o_1 | 39 |
| o21ai_0 | 66 |
| nor2b_1 | 5 |
| nand2_1 | 91 |
| nand3_1 | 13 |
| a31oi_1 | 9 |
| mux2_2 | 7 |
per-stage QoR:
stage,worst slack (ps),power [mW],utilization
after global placement,7644,1.726,0.6007
final,7958,1.952,0.6196
after global routing,7814,2.155,0.6196
after floorplan,8322,1.387,-
after detailed placement,7597,1.741,0.6007
after CTS,7961,1.955,0.6196
cell type report:
class,count,area (um^2),area share
multi-input combinational,600,4308,0.5487
sequential,64,1922,0.2448
timing repair buffer,101,1001,0.1275
clock buffer,9,225.2,0.02869
tap,172,215.2,0.02741
inverter,44,165.2,0.02104
clock inverter,4,15.01,0.001912
flip-flops by register name, indices dropped and copies added, names as in the netlist:
name / flops
rb.data_o: 32
ra.data_o: 32
where the power goes:
part           switching, mW  total, mW  internal [mW]  leakage, nW
logic                  0.662       1.26          0.599         2.65
clock network         0.0791      0.197          0.117        0.117
registers              0.108      0.494          0.386        0.663
total                  0.849       1.95           1.10         3.43
cells by family after synthesis:
| kind of cell | after synthesis |
|---|---|
| compound gates | 254 |
| xor+xnor | 58 |
| fa+ha+maj | 96 |
| buf+inv | 67 |
| flops | 64 |
| mux | 9 |
| simple gates | 183 |
final timing paths:
| check | from | to | slack (ps) | depth (start not counted) |
|---|---|---|---|---|
| hold / removal | rb.data_o[0] | rb.data_o[0] | 720 | 2 |
| hold reg to reg | rb.data_o[0] | rb.data_o[0] | 720 | 2 |
| setup / recovery | i_b[0] | rb.data_o[30] | 7960 | 12 |
| setup reg to reg | rb.data_o[0] | rb.data_o[30] | 10350 | 11 |
Power and IR drop assume default switching activity.
